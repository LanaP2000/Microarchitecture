==> flow/design.v <==
`timescale 1ns / 1ps
module ArithmeticLogicUnit #(parameter AWL = 6, DWL = 32, DEPTH = 2**AWL)
                            (input [DWL-1:0] ALUIn1, ALUIn2,
                             input [AWL-2:0] Shamt,
                             input [AWL-3:0] ALUSel,
                             output reg [DWL-1:0] ALUOut);
    always @ (*) begin
        case (ALUSel)
            4'b0000:  
                ALUOut = ALUIn1 + ALUIn2;
            4'b0001:  
                ALUOut = ALUIn1 - ALUIn2;
            4'b0010:  
                ALUOut = ALUIn2 << Shamt;
            4'b0011:  
                ALUOut = ALUIn2 >> Shamt;
            4'b0100:  
                ALUOut = ALUIn2 << ALUIn1;
            4'b0101:  
                ALUOut = ALUIn2 >> ALUIn1;
            4'b0110:  
                ALUOut = ALUIn2 >>> ALUIn1;
            4'b0111:  
                ALUOut = ALUIn1 & ALUIn2;
            4'b1000:  
                ALUOut = ~(ALUIn1 & ALUIn2);
            4'b1001:  
                ALUOut = ALUIn1 | ALUIn2;
            4'b1010:  
                ALUOut = ~(ALUIn1 | ALUIn2);
            4'b1011:  
                ALUOut = ALUIn1 ^ ALUIn2;
            4'b1100:  
                ALUOut = ~(ALUIn1 ^ ALUIn2);
            4'b1111:  
                if (ALUIn1 < ALUIn2)
                    ALUOut = 1;
                else
                    ALUOut = 0;
            default:
                ALUOut = 32'bx;
        endcase
    end
endmodule
`timescale 1ns / 1ps
module Execute #(parameter AWL = 6, DWL = 32, DEPTH = 2**AWL)
                (input CLK,
                 input [AWL-2:0] RFAE,
                 input [31:0] RFRD1_q, RFRD2_q,
                 input RFWEE, MtoRFSelE, DMWEE, ALUInSelE, RFDSelE,
                 input [AWL-3:0] ALUSelE,
                 input [AWL-2:0] RsE, RtE, RdE, ShamtE,
                 input [DWL-1:0] SImmE,
                 input [DWL-1:0] ResultW,
                 input [AWL-5:0] ForwardAE, ForwardBE,
                 output RFWEM, MtoRFSelM, DMWEM,
                 output [DWL-1:0] ALUOutM, DMdinM, 
                 output [AWL-2:0] RFAM);
wire [DWL-1:0] ALUIn1E, ALUIn2E, DMdinE, ALUOutE;
Mux_2x1             #(.AWL(AWL), .DWL(DWL-27), .DEPTH(DEPTH))    
                    UUT2_0 (.In1(RdE), .In2(RtE), .Sel(RFDSelE), .Out(RFAE));
Mux_3x1             #(.AWL(AWL), .DWL(DWL), .DEPTH(DEPTH))    
                    UUT2_1 (.In1(ALUOutM), .In2(ResultW), .In3(RFRD1_q), .Sel(ForwardAE), .Out(ALUIn1E)); 
Mux_3x1             #(.AWL(AWL), .DWL(DWL), .DEPTH(DEPTH))    
                    UUT2_2 (.In1(ALUOutM), .In2(ResultW), .In3(RFRD2_q), .Sel(ForwardBE), .Out(DMdinE));    
Mux_2x1             #(.AWL(AWL), .DWL(DWL), .DEPTH(DEPTH))    
                    UUT2_3 (.In1(SImmE), .In2(DMdinE), .Sel(ALUInSelE), .Out(ALUIn2E));
ArithmeticLogicUnit #(.AWL(AWL), .DWL(DWL), .DEPTH(DEPTH))    
                    UUT2_4 (.ALUIn1(ALUIn1E), .ALUIn2(ALUIn2E), .Shamt(ShamtE), .ALUSel(ALUSelE), .ALUOut(ALUOutE));  
Register_6x6        #(.AWL(AWL), .DWL(DWL), .DEPTH(DEPTH))    
                    UUT2_7 (.CLK(CLK), .D1(RFWEE), .D2(MtoRFSelE), .D3(DMWEE), .D4(ALUOutE), .D5(DMdinE), .D6(RFAE), 
                                       .Q1(RFWEM), .Q2(MtoRFSelM), .Q3(DMWEM), .Q4(ALUOutM), .Q5(DMdinM), .Q6(RFAM));          
endmodule
`timescale 1ns / 1ps
module Mux_2x1 #(parameter AWL = 6, DWL = 32, DEPTH = 2**AWL)
                (input [DWL-1:0] In1, In2,
                 input Sel,
                 output reg [DWL-1:0] Out);
    always @ (*) begin
        Out = Sel ? In1 : In2;
    end                 
endmodule
`timescale 1ns / 1ps
module Mux_3x1 #(parameter AWL = 6, DWL = 32, DEPTH = 2**AWL)
                (input [DWL-1:0] In1, In2, In3,
                 input [AWL-5:0] Sel,
                 output reg [DWL-1:0] Out);
    always @ (*) begin
        if (Sel == 2'b10)
            Out = In1;
        else if (Sel == 2'b01)
            Out = In2;
        else if (Sel == 2'b00)
            Out = In3;
    end             
endmodule
`timescale 1ns / 1ps
module Register_6x6 #(parameter AWL = 6, DWL = 32, DEPTH = 2**AWL)
                     (input CLK,
                      input D1, D2, D3, 
                      input [DWL-1:0] D4, D5, 
                      input [AWL-2:0] D6,
                      output reg Q1, Q2, Q3, 
                      output reg [DWL-1:0] Q4, Q5, 
                      output reg [AWL-2:0] Q6);
    always @ (posedge CLK) begin
        Q1 <= D1;
        Q2 <= D2;
        Q3 <= D3;
        Q4 <= D4;
        Q5 <= D5;
        Q6 <= D6;
    end
endmodule
==> flow/constraint.sdc <==
current_design Execute

set clk_period 15.7
set clk_io_pct 0.2

create_clock -name clk0 -period $clk_period [get_ports {CLK}]

set non_clock_inputs [all_inputs -no_clocks]
set_input_delay [expr $clk_period * $clk_io_pct] -clock clk0 $non_clock_inputs
set_output_delay [expr $clk_period * $clk_io_pct] -clock clk0 [all_outputs]
==> flow/run.sh <==
#!/bin/bash
# OpenROAD 26Q1-2900-gdf79404cd8, Yosys 0.63+post, stock flow scripts
make -C /OpenROAD-flow-scripts/flow DESIGN_CONFIG=/design/flow/config.mk WORK_HOME=/design/flow/orfs finish
==> flow/config.mk <==
export PLATFORM = sky130hd
export DESIGN_NAME = Execute
export DESIGN_NICKNAME = Execute
export VERILOG_FILES = /design/flow/design.v
export SDC_FILE = /design/flow/constraint.sdc
export NUM_CORES = 4
export LEC_CHECK = 1
export CORE_UTILIZATION = 40
==> flow report <==
==============================================================================
Top-count cell post-synth                                         sky130_fd_sc_hd__nand2_1
Number of synthesized flops with an enable pin                               0
Largest type area fraction                                              11.48%
Status                                                            stopped before the end
Count of synthesis-stage warnings from yosys                                 5
Chip area from the yosys synthesis statistics                      16480 sq um
Most instantiated cells after synthesis                           sky130_fd_sc_hd__nand2_1 (223), sky130_fd_sc_hd__a21oi_1 (205), sky130_fd_sc_hd__mux2i_1 (189), sky130_fd_sc_hd__nor2_1 (174), sky130_fd_sc_hd__o21ai_0 (145)
Stage where the flow stopped                                      synthesis (1_2_yosys)
Yosys cell count                                                          2260
Share of synthesized registers carrying an async set or reset               0%
Cell types with the largest area share after synthesis            sky130_fd_sc_hd__mux2i_1 (11%), sky130_fd_sc_hd__dfxtp_1 (8.7%), sky130_fd_sc_hd__ha_1 (7.3%)
Post-synth top area cell                                          sky130_fd_sc_hd__mux2i_1
Prevailing post-synth register cell                               sky130_fd_sc_hd__dfxtp_1
Registers, synthesis                                                       136
Number of different library cells in the post-synthesis netlist             94
First error in the log                                            ERROR: Found 5 problems in 'check -assert'.
==============================================================================
==> logic make-up after synthesis <==
kind of cell / share of synthesized area, %
AND/OR/NAND/NOR: 18.16
latches: 5.832
buffers and inverters: 7.844
AND-OR/OR-AND: 33.69
multiplexers: 17.72
adder cells (fa/ha/maj): 7.533
XOR/XNOR: 0.4784
flip-flops: 8.748
