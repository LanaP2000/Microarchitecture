$ cat ./config.mk
export PLATFORM = sky130hd
export DESIGN_NAME = Writeback
export DESIGN_NICKNAME = Writeback
export VERILOG_FILES = /design/flow/design.v
export SDC_FILE = /design/flow/constraint.sdc
export NUM_CORES = 4
export LEC_CHECK = 1
export CORE_AREA = 10 10 70 70
export DIE_AREA = 0 0 80 80
$ cat ./constraint.sdc
current_design Writeback

set clk_period 1.0
set clk_io_pct 0.2

create_clock -name clk0 -period $clk_period

set non_clock_inputs [all_inputs -no_clocks]
set_input_delay [expr $clk_period * $clk_io_pct] -clock clk0 $non_clock_inputs
set_output_delay [expr $clk_period * $clk_io_pct] -clock clk0 [all_outputs]
$ cat ./design.v
`timescale 1ns / 1ps
module Mux_2x1 #(parameter AWL = 6, DWL = 32, DEPTH = 2**AWL)
                (input [DWL-1:0] In1, In2,
                 input Sel,
                 output reg [DWL-1:0] Out);
    always @ (*) begin
        Out = Sel ? In1 : In2;
    end                 
endmodule
`timescale 1ns / 1ps
module Writeback #(parameter AWL = 6, DWL = 32, DEPTH = 2**AWL)
                  (input CLK,
                   input RFWEW,
                   input MtoRFSelW,
                   input [DWL-1:0] DMOutW, ALUOutW,
                   output [AWL-2:0] RFAW,
                   output [DWL-1:0] ResultW);
Mux_2x1 #(.AWL(AWL), .DWL(DWL), .DEPTH(DEPTH))    
        UUT4_0 (.In1(DMOutW), .In2(ALUOutW), .Sel(MtoRFSelW), .Out(ResultW));       
endmodule
$ cat ./run.sh
#!/bin/bash
# OpenROAD 26Q1-2900-gdf79404cd8, Yosys 0.63+post, stock flow scripts
make -C /OpenROAD-flow-scripts/flow DESIGN_CONFIG=/design/flow/config.mk WORK_HOME=/design/flow/orfs finish
==> results.cfg <==
; flow metrics
[status]
status = complete, but fails checks
failed_checks = setup timing

[synthesis]
yosys-stat-area_sq_um = 585.6
yosys.area.top_type = mux2_4
yosys-top-cells-area = mux2_4 (77%), buf_12 (10%), buf_4 (6.4%), mux2_2 (3.8%), buf_6 (1.9%)
syn_avg_cell_area_sq_um = 13.94
syn-cell-area_sq_um = 585.6
ys_cells = 42
postSynthSeqShare = 0
syn_inst = 42
ys_types = 6
top_area_frac = 0.7692
yosys_warnings = 6

[floorplan]
ioPinCount = 104
die_w_um = 80
row_count = 21
core-area_sq_um = 3416
fp-utilization = 0.1714
die_h_um = 80
die_area_sq_um = 6400

[worst_setup_path]
cp_max_fo = 1
worst_setup_path_end_kind = output port
worstSetupPathType = in2out
cp-start-kind = primary input
crit_path_end = ResultW[25]
critPathTopFamily = buffers and inverters
cp_slowest_cell = clkdlybuf4s50_1
critPathLaunch = DMOutW[25]
worst-path-buf-inv = 2
arrival_ps = 970
cp.required_ps = 800
cpPeakStageDelay_ps = 400
cp_cell_sequence = clkdlybuf4s50_1, mux2_4, buf_6
crit_cells = 3

[final_layout]
nClkBuffers = 0
final_cells = 188
flops = 0
layout-drive-gt1-share = 0.5141
lay_top_cells = dlygate4sd2_1 (59), mux2_4 (32), buf_6 (27)
lay_top_count = dlygate4sd2_1
ff_latch_area_sq_um = 0
area_delta_synth_final_pct = 171.6
finalInstanceArea_sq_um = 1590

[power_and_ir_drop]
switching_share = 0.2278
cellPowerDensity_nw_per_um2 = 389.7
p_seq_frac = 0
p_int_uw = 478.6
cellLeakagePower_uw = 0.0008945
power_switching_uw = 141.2
pwr-share-clk = 0
vdd_drop_max_uv = 160.2
combPwrFrac = 1.000

[sta]
hold_viol_final = 0
fin_crit_ps = 1171
setup_viol = 32
fmax_mhz = 854.1
rsz0062_at_grt = yes
drv_slew = 0
timing.final.ws_setup_ps = -170.8
finalClockPeriodUsage = 1.171

[drt]
routedWlPerCell_um = 15.66
dr_total_vias = 697
drt.antenna.violating_nets = 0
drc_errors = 0
drt_iter0_drc = 8
routed_wl_mm = 2.944
antenna-diode-count = 0
vias_per_cell = 3.707
first_pass_iters = 2

[placed_design]
placed_cells = 183
place_area_sq_um = 1575
io_buffers = 97
hpwl_mm = 2.656
gp_congestion = 0.9076

[hold_path]
hp-class = in2out

[clock_tree]
ctsHoldBuffers = 0

[global_route]
first_global_vias = 809
antenna_found_initial = 0
grt_pass1_wl_mm = 4.298
overflow = 0
grt_max_degree = 13
grtUsageTotal = 0.08174

[job]
warning_count = 36
maxCapViolCount = 0
## cell type report
cell class / count / area [sq um]
multi-input combinational: 37 / 499.2
tap: 46 / 57.56
timing repair buffer: 105 / 1033
fill: 328 / 1826
## how the worst min path moves through the flow
stage	from	end	slack [ps]	depth (start not counted)
6_report	DMOutW[27]	ResultW[27]	700	3
5_1_grt	DMOutW[27]	ResultW[27]	720	3
4_1_cts	ALUOutW[0]	ResultW[0]	800	3
## synthesized netlist by cell type
cell type / count
buf_4: 5
mux2_2: 2
mux2_4: 30
buf_6: 1
conb_1: 1
buf_12: 3
## through the flow
| stage | util | hold slack, ps | power (uW) | worst slack [ps] | TNS, ps |
|---|---|---|---|---|---|
| 5_1_grt | 0.4656 | 718.7 | 664.4 | -186.3 | -3589 |
| 2_1_floorplan | - | 497.7 | 220.1 | 66.90 | 0 |
| 6_report | 0.4656 | 695.4 | 619.7 | -170.8 | -2965 |
| 3_3_place_gp | 0.4612 | 1357 | 670.1 | -519.1 | -15520 |
| 3_5_place_dp | 0.4612 | 1355 | 672.1 | -517.1 | -15580 |
| 4_1_cts | 0.4505 | 799.7 | 605.2 | -172.1 | -3161 |
## power by group through the flow
| stage | registers (uW) | logic, uW | clock network, uW |
|---|---|---|---|
| final | 0 | 620 | 0 |
| after global routing | 0 | 664 | 0 |
| after CTS | 0 | 605 | 0 |
## layer usage
metal | track usage | part of all wire
met1 | 0.09558 | 0.41
met5 | 0 | 0
met4 | 0 | 0
met3 | 0.03409 | 0.11
met2 | 0.1437 | 0.48
## repair_timing
action                     CTS  global route
resized                    183            11
setup buffers                4             0
setup endpoints to repair   32            32
gates cloned                 1             0
## cell families after synthesis
kind of cell | count (synthesis) | share of synthesized area
mux | 32 | 0.8077
buf+inv | 9 | 0.1859
other cells | 1 | 0.006404
Power figures rest on the tool's default switching activity, not on a simulated workload.
