[design/flow/design.v]
`timescale 1ns / 1ps
module ALUDecoder #(parameter AWL = 6, DWL = 32, DEPTH = 2**AWL)
                   (input [AWL-5:0] ALUOp,
                    input [AWL-1:0] Funct,
                    output reg [AWL-3:0] ALUSel);
    always @ (*) begin
        case (ALUOp)
            2'b00:
                ALUSel = 4'b0000;  
            2'b01:
                ALUSel = 4'b0001;  
            2'b10: begin
                case (Funct)
                    6'b100000:
                        ALUSel = 4'b0000;  
                    6'b100010:
                        ALUSel = 4'b0001;  
                    6'b100100:
                        ALUSel = 4'b0111;  
                    6'b100101:
                        ALUSel = 4'b1001;  
                    6'b000000: 
                        ALUSel = 4'b0010;  
                    6'b000010: 
                        ALUSel = 4'b0011;  
                    6'b000100: 
                        ALUSel = 4'b0100;  
                    6'b000111: 
                        ALUSel = 4'b0110;  
                    default:
                        ALUSel = 4'bx;
                endcase
            end
            default:
                ALUSel = 4'bx;
        endcase
    end
endmodule
`timescale 1ns / 1ps
module Adder #(parameter AWL = 6, DWL = 32, DEPTH = 2**AWL)
              (input [DWL-1:0] In1, In2,
               output reg [DWL-1:0] Out);
    always @ (*) begin
        Out = In1 + In2;
    end    
endmodule
`timescale 1ns / 1ps
module Comparator #(parameter AWL = 6, DWL = 32, DEPTH = 2**AWL)
                   (input [DWL-1:0] In1, In2,
                    output reg EqualD);
    always @ (*) begin
        if (In1 == In2)
            EqualD = 1'b1;
        else
            EqualD = 1'b0;
    end
endmodule
`timescale 1ns / 1ps
module ControlUnit #(parameter AWL = 6, DWL = 32, DEPTH = 2**AWL)
                    (input [AWL-1:0] Op, 
                     input [AWL-1:0] Funct,
                     output [AWL-3:0] ALUSel,
                     output MtoRFSel, DMWE, 
                            Branch, ALUInSel, 
                            RFDSel, RFWE, Jump);
wire [AWL-5:0] ALUOp;
MainDecoder #(.AWL(AWL), .DWL(DWL), .DEPTH(DEPTH)) 
            UUT5_0 (.Opcode(Op), .ALUOp(ALUOp), .MtoRFSel(MtoRFSel), 
                    .DMWE(DMWE), .Branch(Branch), .ALUInSel(ALUInSel), 
                    .RFDSel(RFDSel), .RFWE(RFWE), .Jump(Jump));
ALUDecoder  #(.AWL(AWL), .DWL(DWL), .DEPTH(DEPTH)) 
            UUT5_1 (.ALUOp(ALUOp), .Funct(Funct), .ALUSel(ALUSel));             
endmodule
`timescale 1ns / 1ps
module Decode #(parameter AWL = 6, DWL = 32, DEPTH = 2**AWL)
               (input CLK,
                input BranchD,
                input [DWL-1:0] InstrD, PCp1D, ALUOutM, ResultW,
                input ForwardAD, ForwardBD, 
                input Flush,
                input RFWEW,
                input [AWL-2:0] RFAW,
                output EqualD,
                output PCSelD, 
                output JumpD,
                output [DWL-1:0] PCBranchD, PCJumpD,
                output [DWL-1:0] RFRD1_q, RFRD2_q,
                output [AWL-2:0] RsE, RtE, RdE, ShamtE,
                output [DWL-1:0] SImmE,
                output [AWL-3:0] ALUSelE,
                output RFWEE, MtoRFSelE, DMWEE, ALUInSelE, RFDSelE);
wire [AWL-1:0] Op, Funct, ShamtD;
wire [AWL-2:0]  RsD, RtD, RdD;
wire [AWL-3:0] ALUSelD;
wire [DWL-17:0] ImmD;
wire [DWL-1:0] SImmD;
wire [DWL-1:0] RFRD1, RFRD2, ForwardADOut, ForwardBDOut;
wire RFWED, MtoRFSelD, DMWED, ALUInSelD, RFDSelD;
assign PCSelD = BranchD && EqualD && JumpD;
assign Op = InstrD[31:26];
assign Jaddr = InstrD[25:0];
assign RsD = InstrD[25:21];
assign RtD = InstrD[20:16];
assign RdD = InstrD[15:11];
assign ImmD = InstrD[15:0];
assign ShamtD = InstrD[10:6];
assign Funct = InstrD[5:0];
ControlUnit       #(.AWL(AWL), .DWL(DWL), .DEPTH(DEPTH))    
                  UUT1_0 (.Op(Op), .Funct(Funct), .ALUSel(ALUSelD), 
                          .MtoRFSel(MtoRFSelD), .DMWE(DMWED), .Branch(BranchD), 
                          .ALUInSel(ALUInSelD), .RFDSel(RFDSelD), .RFWE(RFWED), .Jump(JumpD)); 
RegisterFile      #(.AWL(AWL), .DWL(DWL), .DEPTH(DEPTH))    
                  UUT1_1 (.CLK(CLK), .RFWE(RFWEW), .RFWA(RFAW), .RFRA1(RsD), 
                          .RFRA2(RtD), .RFWD(ResultW), .RFRD1(RFRD1), .RFRD2(RFRD2)); 
SignExtensionUnit #(.AWL(AWL), .DWL(DWL), .DEPTH(DEPTH))    
                  UUT1_2 (.Imm(ImmD), .SImm(SImmD));    
Mux_2x1           #(.AWL(AWL), .DWL(DWL), .DEPTH(DEPTH))    
                  UUT1_3 (.In1(ALUOutM), .In2(RFRD1), .Sel(ForwardAD), .Out(ForwardADOut));
Mux_2x1           #(.AWL(AWL), .DWL(DWL), .DEPTH(DEPTH))    
                  UUT1_4 (.In1(ALUOutM), .In2(RFRD2), .Sel(ForwardBD), .Out(ForwardBDOut));  
Comparator        #(.AWL(AWL), .DWL(DWL), .DEPTH(DEPTH))    
                  UUT1_5 (.In1(ForwardADOut), .In2(ForwardBDOut), .EqualD(EqualD));
Adder             #(.AWL(AWL), .DWL(DWL), .DEPTH(DEPTH))    
                  UUT1_6 (.In1(SImmD<<2), .In2(PCp1D), .Out(PCBranchD)); 
Register_12x12    #(.AWL(AWL), .DWL(DWL), .DEPTH(DEPTH))    
                  UUT1_7 (.CLK(CLK), .CLR(Flush), 
                          .D1(RFWED), .D2(MtoRFSelD), .D3(DMWED), .D4(ALUSelD), .D5(ALUInSelD), .D6(RFDSelD), .D7(RFRD1),   .D8(RFRD2),   .D9(RsD), .D10(RtD), .D11(RdD), .D12(SImmD), .D13(ShamtD),
                          .Q1(RFWEE), .Q2(MtoRFSelE), .Q3(DMWEE), .Q4(ALUSelE), .Q5(ALUInSelE), .Q6(RFDSelE), .Q7(RFRD1_q), .Q8(RFRD2_q), .Q9(RsE), .Q10(RtE), .Q11(RdE), .Q12(SImmE), .Q13(ShamtE));                       
endmodule
`timescale 1ns / 1ps
module MainDecoder #(parameter AWL = 6, DWL = 32, DEPTH = 2**AWL)
                    (input [AWL-1:0] Opcode,
                     output reg [AWL-5:0] ALUOp,
                     output reg MtoRFSel, DMWE, 
                                Branch, ALUInSel, 
                                RFDSel, RFWE, Jump);
    always @ (*) begin
        case (Opcode)
            6'b000000: begin
                ALUOp = 2'b10;  
                MtoRFSel = 1'b0;
                DMWE = 1'b0; 
                Branch = 1'b0; 
                ALUInSel = 1'b0; 
                RFDSel = 1'b1; 
                RFWE = 1'b1;
                Jump = 1'b0;
            end
            6'b100011: begin
                ALUOp = 2'b00;  
                MtoRFSel = 1'b1;
                DMWE = 1'b0; 
                Branch = 1'b0; 
                ALUInSel = 1'b1; 
                RFDSel = 1'b0; 
                RFWE = 1'b1;
                Jump = 1'b0;
            end
            6'b101011: begin  
                ALUOp = 2'b00;
                MtoRFSel = 1'bx;
                DMWE = 1'b1; 
                Branch = 1'b0; 
                ALUInSel = 1'b1; 
                RFDSel = 1'bx; 
                RFWE = 1'b0;
                Jump = 1'b0;
            end
            6'b001000: begin
                ALUOp = 2'b00;  
                MtoRFSel = 1'b0;
                DMWE = 1'b0; 
                Branch = 1'b0; 
                ALUInSel = 1'b1; 
                RFDSel = 1'b0; 
                RFWE = 1'b1;
                Jump = 1'b0;
            end
            6'b000100: begin
                ALUOp = 2'b01;  
                MtoRFSel = 1'bx;
                DMWE = 1'b0; 
                Branch = 1'b1; 
                ALUInSel = 1'b0; 
                RFDSel = 1'bx; 
                RFWE = 1'b0;
                Jump = 1'b0;
            end
            6'b000010: begin
                ALUOp = 2'bx;
                MtoRFSel = 1'bx;
                DMWE = 1'b0; 
                Branch = 1'bx; 
                ALUInSel = 1'bx; 
                RFDSel = 1'bx; 
                RFWE = 1'b0;
                Jump = 1'b1;
            end
            default: begin
                ALUOp = 2'bx;
                MtoRFSel = 1'bx;
                DMWE = 1'b0; 
                Branch = 1'b0; 
                ALUInSel = 1'bx; 
                RFDSel = 1'bx; 
                RFWE = 1'b0;
                Jump = 1'b0;
            end
        endcase
    end
endmodule
`timescale 1ns / 1ps
module Mux_2x1 #(parameter AWL = 6, DWL = 32, DEPTH = 2**AWL)
                (input [DWL-1:0] In1, In2,
                 input Sel,
                 output reg [DWL-1:0] Out);
    always @ (*) begin
        Out = Sel ? In1 : In2;
    end                 
endmodule
`timescale 1ns / 1ps
module RegisterFile #(parameter AWL = 6, DWL = 32, DEPTH = 2**AWL)
                     (input CLK, RFWE,
                      input [AWL-2:0] RFWA,
                      input [AWL-2:0] RFRA1, RFRA2,
                      input [DWL-1:0] RFWD,
                      output [DWL-1:0] RFRD1, RFRD2);
reg [DWL-1:0] Registers [0:DEPTH-1];
integer i;
    initial begin
        for (i = 0; i < DEPTH; i = i + 1)
            Registers[i] = 0;
    end
    always @ (negedge CLK) begin
        if (RFWE) begin
            Registers[RFWA] <= RFWD;
        end
    end
    assign RFRD1 = Registers[RFRA1]; 
    assign RFRD2 = Registers[RFRA2];
endmodule
`timescale 1ns / 1ps
module Register_12x12 #(parameter AWL = 6, DWL = 32, DEPTH = 2**AWL)
                       (input CLK, CLR,
                        input D1, D2, D3, 
                        input [AWL-3:0] D4, 
                        input D5, D6,
                        input [DWL-1:0] D7, D8, 
                        input [AWL-2:0] D9, D10, D11, 
                        input [DWL-1:0] D12,
                        input [AWL-2:0] D13,
                        output reg Q1, Q2, Q3, 
                        output reg [AWL-3:0] Q4, 
                        output reg  Q5, Q6,
                        output reg [DWL-1:0] Q7, Q8, 
                        output reg [AWL-2:0] Q9, Q10, Q11, 
                        output reg [DWL-1:0] Q12,
                        output reg [AWL-2:0] Q13);
    always @ (posedge CLK) begin
        Q1  <= D1;
        Q2  <= D2;
        Q3  <= D3;
        Q4  <= D4;
        Q5  <= D5;
        Q6  <= D6;
        Q7  <= D7;
        Q8  <= D8;
        Q9  <= D9;
        Q10 <= D10;
        Q11 <= D11;
        Q12 <= D12;
        Q13 <= D13;
        if (CLR) begin
            Q1  <= 0;
            Q2  <= 0;
            Q3  <= 0;
            Q4  <= 0;
            Q5  <= 0;
            Q6  <= 0;
            Q7  <= 0;
            Q8  <= 0;
            Q9  <= 0;
            Q10 <= 0;
            Q11 <= 0;
            Q12 <= 0;
            Q13 <= 0;
        end
    end         
endmodule
`timescale 1ns / 1ps
module SignExtensionUnit #(parameter AWL = 6, DWL = 32, DEPTH = 2**AWL)
                          (input [DWL-17:0] Imm,
                           output reg [DWL-1:0] SImm);
    always @ (*) begin
        SImm = {{16{Imm[15]}}, Imm};
    end
endmodule
[design/flow/run.sh]
#!/bin/bash
# OpenROAD 26Q1-2900-gdf79404cd8, Yosys 0.63+post, stock flow scripts
make -C /OpenROAD-flow-scripts/flow DESIGN_CONFIG=/design/flow/config.mk WORK_HOME=/design/flow/orfs finish
[design/flow/config.mk]
export PLATFORM = sky130hd
export DESIGN_NAME = Decode
export DESIGN_NICKNAME = Decode
export VERILOG_FILES = /design/flow/design.v
export SDC_FILE = /design/flow/constraint.sdc
export NUM_CORES = 4
export LEC_CHECK = 1
export CORE_UTILIZATION = 50
[design/flow/constraint.sdc]
current_design Decode

set clk_period 8.3
set clk_io_pct 0.2

create_clock -name clk0 -period $clk_period [get_ports {CLK}]

set non_clock_inputs [all_inputs -no_clocks]
set_input_delay [expr $clk_period * $clk_io_pct] -clock clk0 $non_clock_inputs
set_output_delay [expr $clk_period * $clk_io_pct] -clock clk0 [all_outputs]
==> metrics.cfg <==
[yosys]
ys_async_sr_fraction = 0
top_cells_by_area = edfxtp_1 (57%), mux4_2 (18%), mux2i_1 (4.6%)
synthTopCellsByCount = edfxtp_1 (1024), mux4_2 (424), mux2i_1 (244)
ys_types = 93
ys_ff = 1123
ys_cells = 3070
synth.top_cell.area_share = 0.575
yosys_area_um2 = 53500
yosys_warnings = 10
synth_top_flop_cell = edfxtp_1
edf_count = 1024
top_cell = edfxtp_1
synth_area_leader_cell = edfxtp_1
seq_area_frac_synth = 0.612

[run_status]
stop_stage = synthesis
status = stopped before the end
error = ERROR: Found 1 problems in 'check -assert'.

==> cells by family after synthesis <==
logic type | count (synthesis) | share of synthesized area
xor gates and xnor gates | 105 | 0.0172
DFF | 1123 | 0.612
other | 1 | 0.0000701
buffers and inverters | 271 | 0.0342
and+or+nand+nor | 477 | 0.0432
AOI/OAI and AO/OA | 360 | 0.0479
muxes | 703 | 0.238
adders and majority gates | 30 | 0.00716
